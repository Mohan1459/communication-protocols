===== ./config.mk =====
export PLATFORM = sky130hd
export DESIGN_NAME = uart_rx
export DESIGN_NICKNAME = uart_rx
export VERILOG_FILES = /design/flow/design.v
export SDC_FILE = /design/flow/constraint.sdc
export NUM_CORES = 4
export LEC_CHECK = 1
export CORE_UTILIZATION = 40

===== ./constraint.sdc =====
current_design uart_rx

set clk_period 3.3
set clk_io_pct 0.2

create_clock -name clk0 -period $clk_period [get_ports {clk}]

set non_clock_inputs [all_inputs -no_clocks]
set_input_delay [expr $clk_period * $clk_io_pct] -clock clk0 $non_clock_inputs
set_output_delay [expr $clk_period * $clk_io_pct] -clock clk0 [all_outputs]

===== ./design.v =====
module uart_tx (
    input  wire       clk,
    input  wire       reset,
    input  wire [7:0] data_in,
    input  wire       send,
    input  wire       parity_en,    
    input  wire       parity_odd,   
    output reg        tx,
    output wire       busy
);
    parameter IDLE  = 0, 
              START = 1, 
              DATA  = 2, 
              PARITY= 3, 
              STOP  = 4;
    reg [2:0] state;
    reg [2:0] bit_count;
    reg [7:0] shift_reg;
    reg [15:0] counter;
    reg        parity_bit;
    parameter BIT_TIME = 434;  
    always @(posedge clk or posedge reset) begin
        if (reset) begin
            state <= IDLE;
            tx <= 1'b1;
            bit_count <= 0;
            counter <= 0;
            parity_bit <= 0;
        end else begin
            counter <= counter + 1;
            case (state)
                IDLE: begin
                    tx <= 1'b1;
                    if (send) begin
                        shift_reg <= data_in;
                        parity_bit <= parity_odd ? ~^data_in : ^data_in;  
                        state <= START;
                        counter <= 0;
                    end
                end
                START: begin
                    tx <= 1'b0;
                    if (counter == BIT_TIME-1) begin
                        state <= DATA;
                        counter <= 0;
                        bit_count <= 0;
                    end
                end
                DATA: begin
                    tx <= shift_reg[bit_count];
                    if (counter == BIT_TIME-1) begin
                        if (bit_count == 7) begin
                            if (parity_en)
                                state <= PARITY;
                            else
                                state <= STOP;
                        end else begin
                            bit_count <= bit_count + 1;
                        end
                        counter <= 0;
                    end
                end
                PARITY: begin
                    tx <= parity_bit;
                    if (counter == BIT_TIME-1) begin
                        state <= STOP;
                        counter <= 0;
                    end
                end
                STOP: begin
                    tx <= 1'b1;
                    if (counter == BIT_TIME-1) begin
                        state <= IDLE;
                        counter <= 0;
                    end
                end
            endcase
        end
    end
    assign busy = (state != IDLE);
endmodule
module uart_rx (
    input  wire       clk,
    input  wire       reset,
    input  wire       rx,
    input  wire       parity_en,    
    input  wire       parity_odd,   
    output reg [7:0]  data_out,
    output reg        data_valid,
    output reg        parity_error  
);
    parameter IDLE  = 0, 
              START = 1, 
              DATA  = 2, 
              PARITY= 3, 
              STOP  = 4;
    reg [2:0] state;
    reg [2:0] bit_count;
    reg [7:0] shift_reg;
    reg [15:0] counter;
    reg        rx_parity;
    parameter BIT_TIME     = 434;
    parameter SAMPLE_POINT = 217;
    reg rx_sync1, rx_sync2;
    always @(posedge clk) begin
        rx_sync1 <= rx;
        rx_sync2 <= rx_sync1;
    end
    always @(posedge clk or posedge reset) begin
        if (reset) begin
            state <= IDLE;
            data_out <= 0;
            data_valid <= 0;
            parity_error <= 0;
            bit_count <= 0;
            counter <= 0;
        end else begin
            data_valid <= 0;
            parity_error <= 0;
            counter <= counter + 1;
            case (state)
                IDLE: begin
                    counter <= 0;
                    if (rx_sync2 == 1'b0) begin
                        state <= START;
                    end
                end
                START: begin
                    if (counter == SAMPLE_POINT) begin
                        if (rx_sync2 == 1'b0) begin
                            state <= DATA;
                            counter <= 0;
                            bit_count <= 0;
                        end else begin
                            state <= IDLE;
                        end
                    end
                end
                DATA: begin
                    if (counter == SAMPLE_POINT) begin
                        shift_reg[bit_count] <= rx_sync2;
                    end
                    if (counter == BIT_TIME-1) begin
                        if (bit_count == 7) begin
                            if (parity_en)
                                state <= PARITY;
                            else
                                state <= STOP;
                        end else begin
                            bit_count <= bit_count + 1;
                        end
                        counter <= 0;
                    end
                end
                PARITY: begin
                    if (counter == SAMPLE_POINT) begin
                        rx_parity <= rx_sync2;
                        if (rx_parity != (parity_odd ? ~^shift_reg : ^shift_reg)) begin
                            parity_error <= 1;
                        end
                    end
                    if (counter == BIT_TIME-1) begin
                        state <= STOP;
                        counter <= 0;
                    end
                end
                STOP: begin
                    if (counter == SAMPLE_POINT) begin
                        data_out <= shift_reg;
                        data_valid <= 1;
                        state <= IDLE;
                    end
                end
            endcase
        end
    end
endmodule

===== ./run.sh =====
#!/bin/bash
# OpenROAD 26Q1-2900-gdf79404cd8, Yosys 0.63+post, stock flow scripts
make -C /OpenROAD-flow-scripts/flow DESIGN_CONFIG=/design/flow/config.mk WORK_HOME=/design/flow/orfs finish

==> changes_impl.md <==
## Implementation

- RSZ-0062 raised after global routing: false
- Nature of the critical path endpoint: register
- Hold_ws: around 0.33 ns
- R2r endpoint: counter[14]$_DFF_PP0_
- Die Wd: roughly 80 um
- Total chip power: 988 uW
- Relative slew margins: 50.2%
- CTS HTree Levels: 2
- Total congestion overflow: 0
- DRC viols: 0
- Most used flip-flop cell: dfrtp_1
- Status: finished clean
- CTS Sinks: 45
- Number of global-route vias before repair: 1582
- Die area: 6110 um^2
- Cell variety after synth: 43
- Pins Over Slew Limit: 0
- Crit Path Max Fanout: 16
- Fin worst setup slack: 0.696 ns
- Setup CP Type: register to register
- Worst Setup EP: counter[14]$_DFF_PP0_
- Die y size: 78.2 um
- Pre-Repair DR Iteration Count: 4
- Syn Inst Count: 215
- Setup bufs post-CTS: 0
- Leak: 1.10 nW
- Bufs on Longest Clock Path: 2
- Worst Path Required: 3.44 ns
- Yosys warns: 1
- Ports: 15
- Data arrival, critical path: around 2.7 ns
- First-pass GRT wire length: 7.74 mm
- P&R area growth vs syn: 13.8%
- Cell Count, Final, Fillers Out: 306
- Fin. Hold Viols: 0
- Clock Skew: around 0.0066 ns
- Mapped Avg Cell Area: 10.8 um^2
- Clock Tree Root: clkbuf_8
- Drt wl/cell: 14.5 um
- EDFF count, synth: 9
- CTS buffer count: 5
- Core area: 5540 um^2
- Port Buffer Count: 14
- Max FFs per register: 16
- CP startpoint: counter[1]$_DFF_PP0_
- Antenna violations before repair: 0
- Final wirelength: about 4.4 mm
- Ant. Diodes: 0
- Cells in synth_stat.txt: 215
- Floorplan Utilization: 41.9%
- Period utilization: roughly four fifths
- Post-Place Setup Slack: slightly above 0.7 ns
- Most used logic cell in the final layout: dfrtp_1
- Fin util: between 40% and 50%
- Reg2Reg Setup Slack: 0.70 ns
- PwrDens: 374 nW/um^2
- HPWL Detailed: around 3.1 mm
- Peak VDD IR: 0.000146 V
- Rows: 27
- Fin area: 2640 um^2
- OpenROAD warning count: 29
- Syn Std Cell Area: about 2300 um^2
- Number of instances in the placed design: 298
- CTS tree: yes
- Minimum clock period: 2.60 ns
- Largest net degree at the start of global routing: 20
- GP Congestion: 0.842
- Register share after synthesis: about half
- Final setup vio count: 0
- Hold_buf cts: 0
- Area after DPL: 2530 um^2
- Least-Margin Pin Slew: approximately 0.75 ns
- Layout cell share with drive strength beyond 1: 11.1%
- Clk slew on worst S/H paths: 0.08 ns
- DRT iter0 DRCs: 97
- Startpoint Class: register
- CTS resizes: 0
- Max-cap violations: 0
- Highest clock rate: roughly 380 MHz
- Worst Reg2Reg Path Length in Cells: 6
- Ys async rst share: 75.6%
- Post-route ant nets: 0
- Hold WC Path Type: register to register
- Synthesis area per yosys: 2320 um^2
- Most frequent cells in the layout: dfrtp_1 (33), nand2_1 (24), clkdlybuf4s50_1 (14)
- Clock latency (worst-skew pair): 0.30 ns
- Via count: between 1500 and 2000
- Critical R2R Launch: counter[1]$_DFF_PP0_
- Synthesized flop and latch total: 45
- Global Route Usage Sum: 16.4%
- Setup TNS: 0 ns
- Number of vias per cell: 5.36
==> final cells by class <==
type | instances | area [um^2]
multi-input combinational | 156 | 1090
sequential | 45 | 1160
timing repair buffer | 16 | 155
tap | 72 | 90.1
fill | 511 | 2900
clock buffer | 8 | 111
inverter | 9 | 33.8
==> worst min-delay path by stage <==
stage | startpoint | to | cells past startpoint
after CTS | rx_sync1$_DFF_P_ | rx_sync2$_DFF_P_ | 0
after global routing | rx_sync1$_DFF_P_ | rx_sync2$_DFF_P_ | 0
final | rx_sync1$_DFF_P_ | rx_sync2$_DFF_P_ | 0
==> cell usage after synthesis, types with 2 or more instances <==
library cell  instances  area share (%)
a21oi_1              12             2.6
a22o_1                3             1.1
a22oi_1               4             1.3
and3_1                5             1.3
buf_6                 2            0.97
clkbuf_1              2            0.32
dfrtp_1              33              36
dfxtp_1               2             1.7
edfxtp_1              9              12
ha_1                  7             3.8
inv_1                 9             1.5
mux2_2                9             4.4
nand2_1              24             3.9
nand3_1              10             2.2
nand4_1               6             1.6
nor2_1                6            0.97
nor3_1                4            0.86
nor3b_1               2            0.65
nor4_1                3            0.81
o211ai_1              7             2.3
o21ai_0              10             2.2
o31ai_1               2            0.65
or3_1                 3            0.81
or4_1                 3            0.97
or4_4                 2            0.97
or4bb_1               2            0.97
xnor2_1              12             4.5
xor2_1                7             2.6
==> worst max-delay path: stages (launching register included) <==
cell	delay, ns
dfrtp_1	0.40
inv_1	0.06
ha_1	0.12
or3b_2	0.48
or4_1	0.69
mux2i_4	0.52
a22oi_1	0.18
==> power by group <==
part	internal [mW]	total (mW)	switching (mW)
clock network	0.217	0.402	0.185
registers	0.566	0.568	0.00188
logic	0.00723	0.0185	0.0113
==> metal layers <==
layer	GRT usage [%]	part of all wire (%)	vias to the layer above	routed length (um)
met5	0	0	-	0
met4	2.41	1.4	0	64
met3	2.48	3.1	6	135
met2	24.7	45	18	1990
met1	26.7	51	795	2240
li1	-	-	820	-
==> cells by family after synthesis <==
| logic type | Yosys count | share of synthesized area [%] |
|---|---|---|
| AND-OR/OR-AND | 42 | 11.5 |
| XOR/XNOR | 20 | 8.14 |
| adder cells (fa/ha/maj) | 7 | 3.77 |
| buffers and inverters | 14 | 2.96 |
| flip-flops | 45 | 50.1 |
| multiplexers | 10 | 5.33 |
| AND/OR/NAND/NOR | 77 | 18.2 |
No activity file was given, so power comes from the tool's default toggle rates.
